[flow/config.mk]
export PLATFORM = sky130hd
export DESIGN_NAME = RCA
export DESIGN_NICKNAME = RCA
export VERILOG_FILES = /design/flow/design.v
export SDC_FILE = /design/flow/constraint.sdc
export NUM_CORES = 4
export LEC_CHECK = 1
export CORE_AREA = 10 10 70 70
export DIE_AREA = 0 0 80 80
[flow/constraint.sdc]
current_design RCA

set clk_period 3.8
set clk_io_pct 0.2

create_clock -name clk0 -period $clk_period

set non_clock_inputs [all_inputs -no_clocks]
set_input_delay [expr $clk_period * $clk_io_pct] -clock clk0 $non_clock_inputs
set_output_delay [expr $clk_period * $clk_io_pct] -clock clk0 [all_outputs]
[flow/design.v]
module FULL_ADDER (
  input a, b, cin,
  output sum, cout
);
  assign sum = a ^ b ^ cin;
  assign cout = (a & b) | (cin & (a ^ b));
endmodule
module RCA #(
  parameter N = 4
)(
  input [N-1:0] a, b,
  input cin,
  output [N-1:0] sum,
  output cout
);
  wire [N:0] carry;
  assign carry[0] = cin;
  genvar i;
  generate
    for (i = 0; i < N; i = i + 1) begin : FA_LOOP
      FULL_ADDER FA (
        .a(a[i]),
        .b(b[i]),
        .cin(carry[i]),
        .sum(sum[i]),
        .cout(carry[i+1])
      );
    end
  endgenerate
  assign cout = carry[N];
endmodule
[flow/run.sh]
#!/bin/bash
# OpenROAD 26Q1-2900-gdf79404cd8, Yosys 0.63+post, stock flow scripts
make -C /OpenROAD-flow-scripts/flow DESIGN_CONFIG=/design/flow/config.mk WORK_HOME=/design/flow/orfs finish
==> results.py <==
# Synthesis and PnR figures
metrics = {
    "run_status": {
        "status": "finished clean",
    },
    "critical_path": {
        "arrival_ns": 2.93,
        "crit_path_start_kind": "input pin",
        "cpMaxStageDelayCell": "clkdlybuf4s50_1",
        "cp_max_fo": 1,
        "cp_slowest_stage_delay_ns": 0.45,
        "critical-path-top-delay-family": "buffers and inverters",
        "cp.required_ns": 3.04,
        "worstSetupPathType": "input pin to output port",
        "crit_chain": "clkdlybuf4s50_1 -> inv_1 -> fa_2 -> inv_2 -> fa_2 -> fa_2 -> inv_2 -> fa_2 -> inv_1 -> clkdlybuf4s50_1",
        "worst-path-buf-inv": 6,
        "worst_path_most_repeated_cell": "fa_2",
        "cp-end-kind": "output port",
        "critPathLaunch": "b[0]",
    },
    "logic_synthesis": {
        "ys_cells": 18,
        "top_cell": "inv_1",
        "ys_seq_frac": 0,
        "syn_area_per_cell_um2": 8.20,
        "yosysTopAreaCell": "fa_1",
        "ys_area_um2": 148,
        "synth_cells": 18,
        "synthTopCellsByCount": "10 x inv_1, 4 x buf_4, 4 x fa_1",
        "top_cell_area_share": 0.542,
        "synthTopCellsByArea": "fa_1 54%, inv_1 25%, buf_4 20%",
        "yosysWarnings": 0,
        "synth_area_um2": 148,
        "synth.distinct_cells": 3,
    },
    "timing": {
        "max_slew_margin": 0.922,
        "period_minus_slack_ns": 3.69,
        "max_freq_ghz": 0.271,
        "period_used_share": 0.970,
        "maxSlewViolCount": 0,
        "tightest_slew_ns": 0.117,
        "finalHoldViolCount": 0,
        "setup_viol": 0,
        "rsz0062_at_grt": "false",
    },
    "floorplan": {
        "std_cell_rows": 21,
        "core_region_area_um2": 3420,
        "io_pins": 14,
        "die_h_um": 80,
        "chip_area_um2": 6400,
        "fp.dieW_um": 80,
        "fp_util": 0.0432,
    },
    "run": {
        "drv_cap": 0,
        "log.warning_count": 32,
    },
    "routing": {
        "drtAntennaViolNets": 0,
        "wl_per_cell_um": 5.68,
        "viasPerCell": 1.68,
        "drtPass1Iterations": 1,
        "n_antenna_cell": 0,
        "vias": 124,
        "drc_errors": 0,
        "drt_iter0_markers": 0,
        "finalWirelength_um": 420,
    },
    "place": {
        "dp_hpwl_um": 427,
        "dp_cells": 74,
        "gp_congestion": 0.819,
        "port_buffers": 14,
    },
    "global_route": {
        "grt_pass1_vias": 134,
        "grt-ovfl-total": 0,
        "grt_usage": 0.0125,
        "grt_pass1_wl_um": 634,
        "grt_max_degree": 2,
        "antenna_found_initial": 0,
    },
    "pwr": {
        "ir_drop_mv": 0.0311,
        "power.density_nw_per_um2": 119,
        "cellLeakagePower_nw": 0.132,
    },
    "layout": {
        "regArea_um2": 0,
        "drive_above_1_share": 0.286,
        "numSequentialCells": 0,
        "fillCellCount": 407,
        "fin_util": 0.0945,
        "synthToLayoutAreaGrowth_pct": 119,
        "stdcell_count": 74,
        "num-clock-buffers": 0,
    },
    "worst_hold_path": {
        "hold_start": "cin",
        "hold_class": "input pin to output port",
    },
}
[power by group]
group | total (W) | internal (W) | switching (W)
clock | 0 | 0 | 0
sequential | 0 | 0 | 0
combinational | 0.0000383 | 0.0000263 | 0.0000120
[final cells by class]
cell class / count / area [um^2] / area share
Inverter: 10 / 37.5 / 0.116
Multi-Input combinational cell: 4 / 90.1 / 0.279
Tap cell: 46 / 57.6 / 0.178
Timing Repair Buffer: 14 / 138 / 0.426
[worst paths after layout]
path,to,slack (ns),depth (start not counted)
worst max-delay path,cout,0.11,10
worst min-delay path,sum[0],2.44,5
[placed cells by master (no fill, tap or decap)]
cell | Yosys | routed
inv_2 | 0 | 4
dlygate4sd2_1 | 0 | 2
fa_2 | 0 | 4
clkdlybuf4s50_1 | 0 | 12
inv_1 | 10 | 6
[layer usage]
metal / global-route usage / vias to the layer above / wire [um]
li1: - / 60 / -
met1: 0.0201 / 50 / 242
met2: 0.0136 / 14 / 92
met3: 0.00795 / 0 / 85
met4: 0 / 0 / 0
met5: 0 / - / 0
[cell families (layout without fill, tap and decap cells)]
kind of cell  Yosys count  count (layout)  share of synthesized area
buf+inv                14              24                      0.458
fa+ha+maj               4               4                      0.542
[what timing repair did]
action                                  4_1_cts  5_1_grt
setup buffers                                 0        0
pin swaps                                     3        2
hold buffers                                  0        0
resized                                       9        1
endpoints found under the hold margin         0        0
endpoints found under the setup margin        2        2
[stage by stage]
step	hold WS [ns]	setup TNS (ns)	area, um^2	setup slack, ns	total power [W]
2_1_floorplan	1.74	0	148	0.703	0.0000181
3_3_place_gp	2.56	-0.180	315	-0.180	0.0000381
6_report	2.44	0	323	0.115	0.0000383
5_1_grt	2.51	0	323	0.00368	0.0000440
3_5_place_dp	2.58	-0.239	315	-0.218	0.0000391
4_1_cts	2.42	0	320	0.0288	0.0000393
Power and IR drop assume default switching activity.
