File: design/flow/run.sh
#!/bin/bash
# OpenROAD 26Q1-2900-gdf79404cd8, Yosys 0.63+post, stock flow scripts
make -C /OpenROAD-flow-scripts/flow DESIGN_CONFIG=/design/flow/config.mk WORK_HOME=/design/flow/orfs finish
File: design/flow/design.v
module reg_file(
  input wire clk,
  input wire we,
  input wire [2:0] wr_addr,
  input wire [7:0] wr_data,
  input wire [2:0] rd_addr1,
  input wire [2:0] rd_addr2,
  output wire [7:0] rd_data1,
  output wire [7:0] rd_data2
);
  reg [7:0] reg_array [7:0];
  always @(posedge clk) begin
    if(we) reg_array[wr_addr] <= wr_data;
  end
  assign rd_data1 = reg_array[rd_addr1];
  assign rd_data2 = reg_array[rd_addr2];
endmodule
File: design/flow/config.mk
export PLATFORM = sky130hd
export DESIGN_NAME = reg_file
export DESIGN_NICKNAME = reg_file
export VERILOG_FILES = /design/flow/design.v
export SDC_FILE = /design/flow/constraint.sdc
export NUM_CORES = 4
export LEC_CHECK = 1
export CORE_UTILIZATION = 30
File: design/flow/constraint.sdc
current_design reg_file

set clk_period 1.8
set clk_io_pct 0.2

create_clock -name clk0 -period $clk_period [get_ports {clk}]

set non_clock_inputs [all_inputs -no_clocks]
set_input_delay [expr $clk_period * $clk_io_pct] -clock clk0 $non_clock_inputs
set_output_delay [expr $clk_period * $clk_io_pct] -clock clk0 [all_outputs]
==> flow_summary_export.csv <==
group,metric,value,unit
pwr,power_density,875,nW/um2
drt,vias,1578,
timing,tightestPinTransition,306,ps
synthesis,yosys_warnings,1,
critical_path,setup.worst_path.start_class,"register",
final_layout,register_area,1920,um2
synthesis,synthTopCellsByArea,"edfxtp_1, mux4_1, mux2_2",
clocking,cts_hold_buffers,0,
critical_path,required,1440,ps
timing,timing.final.crit_share,1.09,
synthesis,top_cell_area_share,0.624,
die,dieArea,10700,um2
drt,dr.pass1.iters,4,
run_status,status,"finished, violations left",
timing,slew_viol_final,0,
die,io_pins,35,
placed_design,io_buffers,34,
die,core_area,9860,um2
critical_path,path_max_fanout,2,
clocking,clock_path_buffers,2,
synthesis,top_area_cell,"edfxtp_1",
final_layout,syn_to_final_growth,28.2,%
global_route,grt_pass1_wl,9.78,mm
die,num_rows,36,
drt,antenna_cells,0,
clocking,cts-buffers-inserted,9,
synthesis,ys_cells,135,
clocking,cts_setup_buffers,0,
timing,holdWs,759,ps
global_route,grt_pass1_vias,1718,
critical_path,arrival,1600,ps
synthesis,synth.distinct_cells,13,
drt,via_per_inst,4.80,
die,die_w,103,um
flow_run,tool_warnings,27,
final_layout,largestRegisters,"reg_array (64)",
synthesis,synth-edff-count,64,
timing,final-setup-viol-count,16,
synthesis,synth_area,3080,um2
clocking,cts_tree,"yes",
global_route,grt-ovfl-total,0,
timing,rsz0062_at_grt,"yes",
final_layout,drive_above_1_share,0.520,
synthesis,synth_seq_share,0.624,
timing,fin_setup_tns,-2220,ps
pwr,ir_drop,0.428,mV
synthesis,yosys-top-cells-count,"edfxtp_1, mux4_1, mux2_2, nor2_1",
worst_hold_path,hold_path.class,"in -> reg",
die,die_y,103,um
final_layout,top_register,"reg_array",
flow_run,cap_violations,0,
timing,slew_headroom,0.796,
timing,max_clock_freq,510,MHz
final_layout,n_fill_cell,852,
drt,routed_wl,6.51,mm
die,fp_util,0.312,
synthesis,flop_cell,"edfxtp_1",
drt,drt_iter0_markers,49,
timing,hold_viol_final,0,
final_layout,logic_area,1030,um2
drt,drtAntennaViolNets,0,
timing,period_needed,1960,ps
clocking,cts_max_level,3,
global_route,grt_max_degree,13,
final_layout,largest_reg_flops,64,
synthesis,syn_avg_cell_area,22.8,um2
placed_design,place.gp.congestion,0.729,
critical_path,critPathKind,"reg -> out",
run_status,failed_checks,"setup timing",
global_route,antenna_found_initial,0,
synthesis,ys.flops,64,
timing,worst_slack,-162,ps
synthesis,netlist_instances,135,
global_route,grt_util_all_layers,0.140,
clocking,clk_pin_slew_worst_paths,70,ps
clocking,cts_sinks,64,
placed_design,dp_hpwl,3.82,mm
synthesis,ys_chip_area,3080,um2
pwr,p_leak,1.38,nW
synthesis,async_reset_ff_frac,0,
drt,drc,0,
clocking,clockRootBuffer,"clkbuf_8",
synthesis,top_cell,"edfxtp_1",
drt,route.detailed.wl_per_inst,19.8,um
critical_path,endpoint_kind,"output pin",
cell type report:
class / count / share of cell area
clock buffer: 9 / 0.0314
clock inverter: 7 / 0.0244
multi-input combinational: 61 / 0.261
sequential: 64 / 0.487
tap: 133 / 0.0422
timing repair buffer: 55 / 0.154
metrics by stage:
step	total power, mW	util	area [um2]	setup slack, ps	cells
2_1_floorplan	1.91	-	3080	68.3	135
3_3_place_gp	2.11	0.375	3700	-900	309
3_5_place_dp	2.12	0.375	3700	-908	309
4_1_cts	3.47	0.397	3920	-188	329
5_1_grt	3.58	0.400	3950	-240	329
6_report	3.45	0.400	3950	-162	329
power breakdown:
group	internal, mW	switching, mW	leakage [nW]
clock network	0.778	0.539	0.101
logic	0.276	0.149	0.695
registers	1.69	0.0190	0.581
logic make-up (layout without fill, tap and decap cells):
| family | after synthesis | count (layout) | share of synthesized area |
|---|---|---|---|
| flops | 64 | 64 | 0.624 |
| simple gates | 13 | 13 | 0.0191 |
| mux | 48 | 48 | 0.328 |
| buf+inv | 10 | 71 | 0.0285 |
final timing paths:
path	startpoint	to	slack [ps]	cells past startpoint
hold / removal	wr_data[3]	reg_array[4][3]	760	1
setup / recovery	reg_array[4][5]	rd_data1[5]	-160	3
critical path, cell delays in order (launching register included):
cell and delay [ps]:
edfxtp_1 390, mux4_2 490, mux2_4 280, buf_2 110
routing by layer:
layer / part of all wire / vias to the layer above / track usage / routed length (um)
met5: 0 / - / 0 / 0
met4: 0.010 / 0 / 0.0206 / 68
met3: 0.12 / 7 / 0.0751 / 752
met2: 0.48 / 92 / 0.213 / 3130
met1: 0.39 / 778 / 0.192 / 2560
li1: - / 701 / - / -
cell usage in the layout, fill, tap and decap left out:
cell             synthesis  layout
clkinvlp_4               0       3
clkinv_4                 0       1
bufbuf_16                0       2
clkbuf_8                 0       9
clkinv_2                 0       1
mux4_1                  29       3
edfxtp_1                64      64
clkdlybuf4s50_1          0      14
buf_2                    2      12
buf_12                   2       6
buf_16                   0       2
nor2_1                   6       6
nand2b_1                 3       3
mux2_4                   0      16
clkdlybuf4s15_2          0       2
bufinv_16                0       2
nor3_1                   2       2
buf_6                    2       4
nand2_1                  2       2
mux4_2                   3      29
buf_4                    0      13
repair_timing:
action | 4_1_cts | 5_1_grt
endpoints found under the hold margin | 0 | 0
endpoints found under the setup margin | 16 | 16
resized | 110 | 4
gates cloned | 4 | 0
Power and IR drop assume default switching activity.
