===== flow/config.mk =====
export PLATFORM = sky130hd
export DESIGN_NAME = ALU
export DESIGN_NICKNAME = ALU
export VERILOG_FILES = /design/flow/design.v
export SDC_FILE = /design/flow/constraint.sdc
export NUM_CORES = 4
export LEC_CHECK = 1
export CORE_AREA = 10 10 107 107
export DIE_AREA = 0 0 117 117

===== flow/constraint.sdc =====
current_design ALU

set clk_period 9.6
set clk_io_pct 0.2

create_clock -name clk0 -period $clk_period

set non_clock_inputs [all_inputs -no_clocks]
set_input_delay [expr $clk_period * $clk_io_pct] -clock clk0 $non_clock_inputs
set_output_delay [expr $clk_period * $clk_io_pct] -clock clk0 [all_outputs]

===== flow/design.v =====
module ALU (
  input [15:0] X,
  input [15:0] Y,
  input [2:0] sel,
  output reg [15:0] alu_out,
  output reg carry_out, borrow_out
);
always @(*) begin
  carry_out = 0;
  borrow_out = 0;
  case (sel)
    3'b000: {carry_out, alu_out} = X + Y;
    3'b001: begin
      alu_out = X - Y;
      borrow_out = (X < Y) ? 1 : 0;
    end
    3'b010: alu_out = X & Y;
    3'b011: alu_out = X | Y;
    3'b100: alu_out = X ^ Y;
    3'b101: alu_out = ~X;
    3'b110: alu_out = X << 1;
    3'b111: alu_out = X >> 1;
    default: alu_out = 16'b0;
  endcase
end
endmodule

===== flow/run.sh =====
#!/bin/bash
# OpenROAD 26Q1-2900-gdf79404cd8, Yosys 0.63+post, stock flow scripts
make -C /OpenROAD-flow-scripts/flow DESIGN_CONFIG=/design/flow/config.mk WORK_HOME=/design/flow/orfs finish

==> Changelog: implementation <==
## Implementation

- Status: finished, final reports clean
- Worst-margin pin slew: 0.819 ns
- WL final: 9820 um
- Unique cell types: 77
- Antenna cells: 0
- DR DRC count: 0
- Post-DP HPWL: 7580 um
- Setup repair after global routing missed its margin: false
- Largest net degree at the start of global routing: 67
- Max-area cell share: 20.1%
- Final Cell Area: 0.00353 mm^2
- Die width: 117 um
- Top area cell types: ha_1, a21oi_1, mux4_2
- Synthesized area: 0.00299 mm^2
- 1st-pass router iterations: 5
- Leading area contributor after synthesis: ha_1
- Final hold violations: 0
- Critical Path Sink Type: output port
- Clk_buf instances: 0
- Int Power: 92.9 uW
- CP max-delay cell: clkdlybuf4s50_1
- Setup violators final: 0
- Max incr delay on CP: 0.57 ns
- CP Max Fanout: 11
- Register share after synthesis: 0%
- Leakage power: 0.00151 uW
- Rows: 35
- Period minus WS final: 7.06 ns
- Max-Cap Viols: 0
- Worst path most repeated cell: clkdlybuf4s50_1
- Met1 global-route usage: 21.1%
- Routing usage on met2: 22.5%
- Total number of vias: 3,292
- First-pass GRT wire length: 15,700 um
- Maximum vdd ir drop: 0.0171 mV
- Max Slew Vio Count: 0
- Critical path launch point type: primary input
- Clock share of power: 0%
- DR iter-0 viols: 310
- Initial antenna violation count: 0
- Wire per inst: 17.5 um
- Overflow after GRT: 0
- Pwr dens: 56.4 mW/mm^2
- Fin Setup TNS: 0 ns
- Yosys Chip Area: 0.00299 mm^2
- Log Warnings: 64
- Worst slew margin: 45.0%
- Post-synthesis cell count from yosys: 425
- GR peak layer: met2
- Core box area: 0.00920 mm^2
- Area Overhead vs Synth: 18.0%
- Fmax: 0.142 GHz
- Cell with the most instances after synthesis: ha_1
- Chip height: 117 um
- I/O pin total: 53
- CP Class: in2out
- Reg power frac: 0%
- Net switching power figure: 106 uW
- CP cell instances: clkdlybuf4s50_1, inv_1, ha_1, and2b_4, a2111oi_1, nand3b_1, a21oi_1, a21o_1, a2111oi_2, clkdlybuf4s50_1
- All-Layer GR Usage: 14.2%
- Tcrit/Tclk final: 73.5%
- Full die area: 0.0137 mm^2
- M3 GR Usage: 1.29%
- Routability Congestion: 0.940
- Comb pwr share: 100.0%
- Post-DP Area: 0.00353 mm^2
- FFs & Latches: 0
- Register area: 0 um^2
- Final ANT Viol Nets: 0
- Ys Warns: 1
- Switching part of the total power: 53.3%
- Gate Count Post-Synth: 425
- Hold Path Class: in2out
- Port buffer count: 53
- Cts repair resizes: 0
- Req. time, crit path: 7.68 ns
- Synth cell count leaders: ha_1, inv_1, a21oi_1
- Hold_buf cts: 0
- Avg Inst Size Synth: 7.04 um^2
- Floorplan Utilization: 32.5%
- CP arrival: 5.14 ns
- Post-CTS Setup Inserts: 0
- Vias in the first global route: 3,063
- Share of layout cells above drive strength 1: 6.89%
- Via/cell ratio: 5.87
==> layout by cell type (no fill, tap or decap), types with 7 or more instances in the layout <==
| cell | n |
|---|---|
| a211oi_1 | 9 |
| a21o_1 | 13 |
| a21oi_1 | 37 |
| a31oi_1 | 10 |
| clkdlybuf4s50_1 | 52 |
| ha_1 | 48 |
| inv_1 | 46 |
| mux4_2 | 8 |
| nand2_1 | 25 |
| nand3_1 | 12 |
| nand4_1 | 7 |
| nor2_1 | 27 |
| nor2b_1 | 11 |
| nor3_1 | 8 |
| o21ai_0 | 28 |
| o22ai_1 | 9 |
==> cells by family after synthesis <==
group	synth area share (%)
AND/OR/NAND/NOR	20.6
AND-OR/OR-AND	37.8
multiplexers	7.36
XOR/XNOR	1.46
buffers and inverters	11.3
adder cells (fa/ha/maj)	21.4
==> path summary, 6_finish.rpt <==
| check | end | depth (start not counted) | startpoint |
|---|---|---|---|
| worst max-delay path | borrow_out | 10 | X[4] |
| worst min-delay path | borrow_out | 5 | sel[0] |
==> critical path, delay by kind of cell <==
| kind | cells | cell delay (ns) |
|---|---|---|
| and+or+nand+nor | 2 | 0.46 |
| adders and majority gates | 1 | 0.48 |
| buffers and inverters | 3 | 1.18 |
| AOI/OAI and AO/OA | 4 | 1.10 |
==> cell type report <==
cell class | instances | area (um^2)
Inverter | 47 | 176
Multi-Input combinational cell | 345 | 2650
Timing Repair Buffer | 58 | 563
Tap cell | 111 | 139
Fill cell | 967 | 5660
==> power by group through the flow <==
stage / logic, uW / registers, uW / clock network, uW
6_report: 199 / 0 / 0
5_1_grt: 220 / 0 / 0
4_1_cts: 199 / 0 / 0
==> per-stage QoR <==
step | instances | total power (uW) | hold slack [ns] | util, % | setup WS [ns]
6_report | 561 | 199 | 4.97 | 38.4 | 2.54
5_1_grt | 561 | 220 | 5.03 | 38.4 | 2.33
4_1_cts | 561 | 199 | 4.97 | 38.4 | 2.54
3_5_place_dp | 561 | 198 | 4.97 | 38.4 | 2.57
3_3_place_gp | 561 | 198 | 4.98 | 38.4 | 2.58
2_1_floorplan | 425 | 129 | 4.02 | - | 4.06
==> per-layer routing <==
layer / up-vias / wire length [um]
li1: 1617 / -
met1: 1547 / 4580
met2: 124 / 4530
met3: 4 / 685
met4: 0 / 29
met5: - / 0
Power is estimated from default activity; no workload was simulated.
